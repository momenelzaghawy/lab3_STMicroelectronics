File: ./design.v
module Array_Multiplier (a, x, Result);
    parameter n = 5;
    input signed [n-1:0] a, x;
    output reg signed[2*n:0] Result;
    wire [n-1:0] multiplier, multiplicand;
    wire [n-2:0] c [0:n-2];
    wire [n-2:0] s [0:n-2];
    wire sign;
    wire [2*n-1:0] p;
    wire [n-2:0] carry;
    assign multiplier = x[n-1] ? -x : x;
    assign multiplicand = a[n-1] ? -a : a;
    assign p[0] = multiplicand[0] & multiplier[0];
    assign p[2*n-1] = carry[n-2];
    assign sign = x[n-1] ^ a[n-1];
    genvar i,j;
    generate
    for (i = 0; i < n-1; i = i + 1) begin : stage1
        full_adder I0 (
            .a(multiplicand[i+1] & multiplier[0]),
            .b(multiplicand[i] & multiplier[1]),
            .cin(1'b0),
            .sum(s[0][i]),
            .cout(c[0][i])
        );
    end
    endgenerate
    generate
    for (i = 0; i < n-2; i = i + 1) begin : stage2
        for (j = 0; j < n-2; j = j + 1) begin : stage2_inner
            full_adder I1 (
                .a(c[i][j]),
                .b(s[i][j+1]),
                .cin(multiplicand[j] & multiplier[i+2]),
                .sum(s[i+1][j]),
                .cout(c[i+1][j])
            );
        end
    end
    endgenerate
    generate
    for (i = 0; i < n-2; i = i + 1) begin : stage3
        full_adder I2 (
            .a(c[i][n-2]),
            .b(multiplicand[n-1] & multiplier[i+1]),
            .cin(multiplicand[n-2] & multiplier[i+2]),
            .sum(s[i+1][n-2]),
            .cout(c[i+1][n-2])
        );
    end
    endgenerate
    generate
    for (i = 0; i < n-1; i = i + 1) begin : stage4
        if (i == 0) begin
            full_adder I3 (
                .a(1'b0),
                .b(c[n-2][0]),
                .cin(s[n-2][1]),
                .sum(p[n]),
                .cout(carry[i])
            );
        end else if (i < n-2) begin
            full_adder I4 (
                .a(carry[i-1]),
                .b(c[n-2][i]),
                .cin(s[n-2][i+1]),
                .sum(p[n+i]),
                .cout(carry[i])
            );
        end else begin
            full_adder I5 (
                .a(carry[i-1]),
                .b(c[n-2][i]),
                .cin(multiplicand[n-1] & multiplier[n-1]),
                .sum(p[n+i]),
                .cout(carry[i])
            );
        end
    end
    endgenerate
    generate
    for (i = 0; i <= n-2; i = i + 1) begin : assign_p
        assign p[i+1] = s[i][0];
    end
    endgenerate
    always @(*) begin
        if (sign) 
            Result = {sign, -p};
        else 
            Result = {sign, p};
    end
endmodule
module full_adder (a,b,cin,sum,cout);
    input a,b,cin;
    output sum,cout;
    assign sum = a ^ b ^ cin;
    assign cout = (a & b) | (b & cin) | (a & cin);
endmodule
File: ./run.sh
#!/bin/bash
# OpenROAD 26Q1-2900-gdf79404cd8, Yosys 0.63+post, stock flow scripts
make -C /OpenROAD-flow-scripts/flow DESIGN_CONFIG=/design/flow/config.mk WORK_HOME=/design/flow/orfs finish
File: ./config.mk
export PLATFORM = sky130hd
export DESIGN_NAME = Array_Multiplier
export DESIGN_NICKNAME = Array_Multiplier
export VERILOG_FILES = /design/flow/design.v
export SDC_FILE = /design/flow/constraint.sdc
export NUM_CORES = 4
export LEC_CHECK = 1
export CORE_AREA = 10 10 83 83
export DIE_AREA = 0 0 93 93
File: ./constraint.sdc
current_design Array_Multiplier

set clk_period 9.0
set clk_io_pct 0.2

create_clock -name clk0 -period $clk_period

set non_clock_inputs [all_inputs -no_clocks]
set_input_delay [expr $clk_period * $clk_io_pct] -clock clk0 $non_clock_inputs
set_output_delay [expr $clk_period * $clk_io_pct] -clock clk0 [all_outputs]
==> impl_results.rst <==
Flow metrics
------------

.. list-table::
   :header-rows: 1

   * - Metric
     - Value
   * - Run status
     - completed
   * - OpenROAD warning count
     - 32
   * - Mapped Avg Cell Area
     - 8.09 um2
   * - Clock period minus final worst setup slack
     - 8.42 ns
   * - Maximum clock frequency
     - 119 MHz
   * - Clk_buf instances
     - 0
   * - Kind of start point of the critical path
     - input port
   * - DRC viols
     - 0
   * - Top-level I/O count
     - 21
   * - Classification of the worst-slack hold path
     - input port to output port
   * - Startpoint of the tightest hold check path
     - x[0]
   * - WL/cell
     - 9.05 um
   * - Share of cells above drive strength 1
     - 0.215
   * - Number of cell instances after yosys synthesis
     - 113
   * - Max Fanout on Critical Path
     - 5
   * - GRT Total Usage
     - 0.0494
   * - Cell leakage power
     - 0.581 nW
   * - Number of global-route vias before repair
     - 846
   * - Number of cells traversed by the worst hold path
     - 5
   * - Crit. End Element
     - output port
   * - Routability congestion estimate
     - 0.780
   * - Maximum number of pins on one net before global-route repair
     - 8
   * - DP HPWL
     - ~1800 um
   * - Number of unique standard cell types used by synthesis
     - 26
   * - Ratio of final minimum period to clock period
     - 0.936
   * - Crit path required time
     - 7.20 ns
   * - Final setup fails
     - 0
   * - Maximum vdd ir drop
     - 0.0622 mV
   * - Max stage delay on crit path
     - 0.55 ns
   * - Headroom to the max-slew limit
     - 0.686
   * - Violation count after the first detailed-routing iteration
     - 21
   * - Initial antenna violation count
     - 0
   * - Via-to-Cell Ratio
     - 3.64
   * - Library cell appearing most often on the critical path
     - inv_1
   * - Crit path max-delay family
     - adder cells
   * - FF/Latch Area
     - 0 um2
   * - Total count of hold-check failures in the final report
     - 0
   * - Total via count after detailed routing
     - 797
   * - Core ar.
     - a little over 5000 um2
   * - Mapped cell area
     - 915 um2
   * - Post-CTS Hold Buffers
     - 0
   * - Global-route wire length before repair
     - 3740 um
   * - Critical path buffer and inverter count
     - 8
   * - Setup ws final
     - 0.579 ns
   * - Port-buffer cells
     - 21
   * - Count of warnings emitted by yosys
     - 1
   * - Area of the synthesized netlist per yosys stat
     - 915 um2
   * - Number of non-filler instances in the completed layout
     - about 220
   * - Biggest area cells
     - fa_1, ha_1, inv_1
   * - Worst path cell trace
     - clkdlybuf4s50_1 -> buf_4 -> o31ai_4 -> xor2_2 -> nor2_1 -> ha_1 -> inv_1 -> fa_1 -> inv_1 -> fa_1 -> inv_1 -> fa_1 -> inv_1 -> ha_1 -> inv_1 -> fa_2 -> fa_2 -> fa_1 -> a31oi_2 -> xnor2_1 -> dlymetal6s2s_1
   * - Yosys top cell by instances
     - inv_1
   * - Number of sequential cells
     - 0
   * - Placement row count
     - 26
   * - Total Neg Setup Slack
     - 0 ns
   * - Fraction of the core area occupied by cells at floorplan
     - 0.178
   * - RSZ-0062 raised after global routing
     - no
   * - DIE HEIGHT
     - 93 um
   * - Hold-critical path endpoint
     - Result[0]
   * - Total power per unit cell area
     - roughly 110 nW/um2
   * - # diodes
     - 0
   * - Cell type with the largest total area after synthesis
     - fa_1
   * - Synthesis-to-layout area growth
     - 51.6%
   * - Fraction of the yosys area taken by sequential cells
     - 0
   * - Worst path arrival time
     - ~6.6 ns
   * - Top cell type's share of synthesized area
     - 0.328
   * - Hold WS
     - 4.72 ns
   * - Horizontal die dimension
     - 93 um
   * - Total Power Consumption
     - ~0.15 mW
   * - Final WL
     - 1980 um
   * - Total die size
     - 8650 um2
   * - Leading cell types by count after synthesis
     - inv_1, fa_1, nand2_1
   * - Cell count after placement
     - 218
   * - Number of antenna-violating nets in the routed design
     - 0
   * - Worst setup path category
     - input port to output port
   * - Synthesized instance count
     - 113
   * - Remaining global-route overflow
     - 0
   * - Drt first pass iters
     - 4
   * - Max Slew Vio Count
     - 0
   * - Worst Max-Slew Pin Slew
     - approximately 0.47 ns
   * - Worst slack at placement
     - -0.0877 ns
   * - Max stage delay cell, worst path
     - fa_1
   * - Number of max-cap violations
     - 0
==> cell usage in the layout (no fill, tap or decap), types with 2 or more instances in the layout <==
cell,instances
a31oi_1,2
and2_1,4
and4bb_2,2
buf_4,16
clkdlybuf4s50_1,18
dlymetal6s2s_1,2
fa_1,11
fa_2,4
ha_1,7
inv_1,24
nand2_1,15
nand2b_1,3
nand3_1,2
nor2_1,8
o21ai_0,2
xnor2_1,9
xor2_1,4
==> worst max path at each step <==
| stage | from | end | slack (ns) | cells past startpoint |
|---|---|---|---|---|
| after CTS | a[0] | Result[9] | 0.05 | 19 |
| after global routing | a[0] | Result[9] | 0.23 | 21 |
| final | a[0] | Result[9] | 0.58 | 21 |
==> report_power, final <==
| part | leakage, nW | internal [mW] | switching [mW] | total (mW) |
|---|---|---|---|---|
| combinational | 0.581 | 0.0874 | 0.0597 | 0.147 |
| sequential | 0 | 0 | 0 | 0 |
| clock | 0 | 0 | 0 | 0 |
| total | 0.581 | 0.0874 | 0.0597 | 0.147 |
==> area by class of cell <==
class                      instances  area [um2]
timing repair buffer              37         334
inverter                          25        93.8
multi-input combinational         87         871
fill                             573        3750
tap                               70        87.6
==> layer usage <==
metal | global-route usage | routed length (um) | up-vias
met5 | 0 | 0 | -
met4 | 0 | 0 | 0
met2 | 0.0812 | 841 | 19
li1 | - | - | 419
met1 | 0.0681 | 979 | 359
met3 | 0.0129 | 160 | 0
==> logic make-up after synthesis <==
| family | Yosys count | share of synthesized area |
|---|---|---|
| buf+inv | 26 | 0.111 |
| fa+ha+maj | 23 | 0.438 |
| mux | 1 | 0.0109 |
| simple gates | 38 | 0.215 |
| compound gates | 10 | 0.0739 |
| xor+xnor | 15 | 0.152 |
==> stage by stage <==
stage / area, um2 / utilization
global route: 1390 / 0.270
CTS: 1350 / 0.263
detailed placement: 1320 / 0.256
finish: 1390 / 0.270
floorplan: 915 / -
global placement: 1320 / 0.256
==> timing repair <==
action | in CTS | in global routing
hold endpoints to repair | 0 | 0
pin swaps | 3 | 6
resized | 7 | 6
setup endpoints to repair | 2 | 2
buffers inserted | 1 | 0
Power is estimated from default activity; no workload was simulated.
